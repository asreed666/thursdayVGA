### ./design.v
module video_sync_generator(reset,
                            vga_clk,
                            blank_n,
                            HS,
                            VS,
									 xPos,
									 yPos
									 );
input reset;
input vga_clk;
output reg blank_n;
output reg HS;
output reg VS;
output reg [10:0] xPos;
output reg [9:0] yPos;
parameter hori_line  = 800;                           
parameter hori_back  = 144;
parameter hori_front = 16;
parameter vert_line  = 525;
parameter vert_back  = 34;
parameter vert_front = 11;
parameter H_sync_cycle = 96;
parameter V_sync_cycle = 2;
parameter H_BLANK = hori_front+H_sync_cycle ;  
reg [10:0] h_cnt;
reg [9:0]  v_cnt;
wire cHD,cVD,cDEN,hori_valid,vert_valid;
always@(negedge vga_clk,posedge reset)
begin
  if (reset)
  begin
     h_cnt<=11'd0;
     v_cnt<=10'd0;
  end
    else
    begin
      if (h_cnt==hori_line-1)
      begin 
         h_cnt<=11'd0;
         if (v_cnt==vert_line-1)
            v_cnt<=10'd0;
         else
            v_cnt<=v_cnt+1;
      end
      else
         h_cnt<=h_cnt+1;
    end
end
assign cHD = (h_cnt<H_sync_cycle)?1'b0:1'b1;
assign cVD = (v_cnt<V_sync_cycle)?1'b0:1'b1;
assign hori_valid = (h_cnt<(hori_line-hori_front)&& h_cnt>=hori_back)?1'b1:1'b0;
assign vert_valid = (v_cnt<(vert_line-vert_front)&& v_cnt>=vert_back)?1'b1:1'b0;
assign cDEN = hori_valid && vert_valid;
always@(negedge vga_clk)
begin
  HS<=cHD;
  VS<=cVD;
  blank_n<=cDEN;
  xPos <= h_cnt;
  yPos <= v_cnt;
end
endmodule
### ./run.sh
#!/bin/bash
# OpenROAD 26Q1-2900-gdf79404cd8, Yosys 0.63+post, stock flow scripts
make -C /OpenROAD-flow-scripts/flow DESIGN_CONFIG=/design/flow/config.mk WORK_HOME=/design/flow/orfs finish
### ./config.mk
export PLATFORM = sky130hd
export DESIGN_NAME = video_sync_generator
export DESIGN_NICKNAME = video_sync_generator
export VERILOG_FILES = /design/flow/design.v
export SDC_FILE = /design/flow/constraint.sdc
export NUM_CORES = 4
export LEC_CHECK = 1
export CORE_UTILIZATION = 40
### ./constraint.sdc
current_design video_sync_generator

set clk_period 4.0
set clk_io_pct 0.2

create_clock -name clk0 -period $clk_period [get_ports {vga_clk}]

set non_clock_inputs [all_inputs -no_clocks]
set_input_delay [expr $clk_period * $clk_io_pct] -clock clk0 $non_clock_inputs
set_output_delay [expr $clk_period * $clk_io_pct] -clock clk0 [all_outputs]
==> deck_impl_summary.md <==
Implementation Results

Final timing
  • Max_slew headroom: 0.614
  • Worst slew pin tran: 0.573 ns
  • Clock skew: 0.0587 ns
  • WHS: 0.376 ns
  • Final setup viols: 0
  • Final slew viol count: 0
  • TNS Setup: 0 ns
  • RSZ-0062 raised after global routing: false
  • Worst Slack Setup Final: 0.0868 ns
  • Hold Vio Cnt, Final: 0

Detailed routing
  • Drt drc: 0
  • Via density: 4.74
  • Routed WL: 2.55 mm
  • 1st-iter DRT viols: 36
  • Antenna Nets Post-Route: 0
  • Initial DRT Pass Iterations: 4
  • N_diodes: 0
  • Via count: 1113
  • Wire per inst: 10.8 um

Yosys
  • Synth Warn #: 1
  • Synth cell types: 32
  • Mux frac, synth: 0.0142
  • Adder-Cell Fraction of Synth Area: 0.0236
  • Top-area cell type share of the netlist area: 0.330
  • Post-Syn Area: 0.00159 mm^2
  • FFs w/ async S/R, synth: 0.467
  • Main synth FF type: dfxtp_1
  • Syn Inst Count: 132
  • Post-synth EDFFs: 0
  • Post-Syn Area per Cell: 12.0 um^2
  • Yosys stat chip area: 0.00159 mm^2
  • Top cells by area: dfrtn_1 33%, dfxtp_1 30%, xnor2_1 3.3%, xor2_1 3.3%, nand3_1 2.5%
  • Simple-Gate Area Share: 0.179
  • Synth flops: 45
  • Register area share after synthesis: 0.633
  • Synth area leader: dfrtn_1
  • Main logic family: simple AND/OR/NAND/NOR gates
  • Complex Gates by Area: 0.0629
  • # Cells Yosys: 132
  • Xor/xnor share: 0.0661

Clock tree
  • TritonCTS clock tree: done
  • CTS Buf Count: 5
  • Post-CTS Setup Inserts: 0
  • Maximum clock insertion buffer count: 2
  • Reg clk slew, reported paths: 0.05 ns
  • H-tree depth: 2
  • Hold buffers post-CTS: 0
  • Clock root buffer: clkbuf_8
  • Late-Pin Clk Latency: 0.35 ns
  • PostCTS Resize Cnt: 0
  • Clock sink total: 45

Global route
  • First-pass GRT wire length: 4.53 mm
  • Gr usage total: 0.144
  • Vias in the first global route: 1014
  • Gr ovfl total: 0
  • Largest net degree at the start of global routing: 22
  • Initial antenna violation count: 0

Setup path
  • Crit path DAT: 3.11 ns
  • Crit path DRT: 3.20 ns
  • Max incr delay on CP: 0.46 ns
  • WP buf/inv: 1
  • CP cell instances: clkdlybuf4s50_1
  • Critical-path maximum fanout: 1
  • Flop2flop setup slack: 2.00 ns
  • Critical path launch point type: register
  • CP max-delay cell: clkdlybuf4s50_1
  • Top Family by Delay on Critical Path: buffers and inverters
  • Setup crit end kind: output port
  • WS Path Type: reg -> out

Floorplan
  • # IOs: 26
  • Die Area: 0.00423 mm^2
  • Die height: 65.1 um
  • Placement Rows: 22
  • FP Util: 0.425
  • Die width: 65.1 um
  • Area of the core: 0.00374 mm^2

Pwr
  • Pleak: 0.985 nW
  • Post-layout total power: 0.805 mW
  • Pwr dens: 391 mW/mm^2
  • VDD IR-drop max: 0.257 mV

Final layout
  • Non-Filler Instances: 235
  • Share of cells above drive strength 1: 0.0909
  • Area Growth Syn to Fin: 29.6%

Worst hold path
  • Hold crit path type: reg -> reg

Placed design
  • IO Port Bufs: 25
  • Worst slack at placement: 0.454 ns
  • Placed Cells incl. Taps: 204
  • Gp weighted congestion: 0.814
  • DP HPWL: 1.72 mm

Flow run
  • Max Cap Violations: 0
  • Log Warnings: 50

Outcome
  • Status: finished, final reports clean
-- cells in the final DEF (no fill, tap or decap), drive strengths merged, types with 6 or more instances in the layout --
master / netlist / layout
dfrtn: 21 / 21
nand2: 6 / 6
xnor2: 6 / 6
clkbuf: 0 / 6
and3: 6 / 6
dfxtp: 24 / 24
nand3: 8 / 8
xor2: 6 / 6
clkdlybuf4s50: 0 / 25
nor2: 9 / 9
inv: 5 / 28
-- kinds of logic after synthesis --
group           Yosys count
xor+xnor                 12
fa+ha+maj                 3
mux                       2
simple gates             49
buf+inv                   7
flops                    45
compound gates           14
-- per-stage QoR --
step,area [um^2],util
floorplan,1590,-
global placement,1890,0.506
detailed placement,1890,0.506
CTS,2060,0.550
global route,2060,0.550
finish,2060,0.550
-- synthesized netlist by cell type, types with 3 or more instances --
library cell  number
a31oi_1            4
and3_1             4
dfrtn_1           21
dfxtp_1           24
ha_1               3
inv_1              5
nand2_1            6
nand3_1            8
nand4_1            5
nor2_1             9
nor2b_1            3
nor4_1             3
xnor2_1            6
xor2_1             6
-- per-layer routing --
layer / track usage / routed length, um / up-vias
met5: 0 / 0 / -
met1: 0.243 / 1310 / 512
met4: 0.0190 / 41 / 0
li1: - / - / 573
met3: 0.0393 / 143 / 5
met2: 0.198 / 1050 / 23
-- worst reg2reg max path: cells and delay by family, from the launching register on --
kind          cells  cell delay, ns
fa+ha+maj         1            0.24
simple gates      3            0.86
flops             1            0.47
mux               1            0.29
-- worst paths after layout --
check	startpoint	cells past startpoint	endpoint
worst max-delay path	xPos[1]$_DFF_N_	1	xPos[1]
worst max register to register	h_cnt[0]$_DFF_NP0_	5	v_cnt[5]$_DFFE_NP0N_
worst min-delay path	v_cnt[0]$_DFFE_NP0N_	0	yPos[0]$_DFF_N_
max in group asynchronous	reset	3	h_cnt[5]$_DFF_NP0_
worst min register to register	v_cnt[0]$_DFFE_NP0N_	0	yPos[0]$_DFF_N_
min in group asynchronous	reset	3	h_cnt[0]$_DFF_NP0_
-- state kept, by name (all words and copies together) (netlist names) --
signal   count
VS           1
blank_n      1
v_cnt       10
h_cnt       11
yPos        10
HS           1
xPos        11
-- final cells by class --
class	instances	area [um^2]
inverters	4	15.0
flip-flops and latches	45	1010
well taps	48	60.1
repair buffers	26	258
clock inverters	26	98.8
multi-input cells	80	551
fillers	336	1680
clock buffers	6	72.6
-- power by group --
group	leakage, nW	internal, mW	switching (mW)
logic	0.335	0.00156	0.00439
registers	0.480	0.454	0
clock network	0.170	0.151	0.193
total	0.985	0.607	0.197
Power and IR drop assume default switching activity.
